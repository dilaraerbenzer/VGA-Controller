### run.sh
#!/bin/bash
# OpenROAD 26Q1-2900-gdf79404cd8, Yosys 0.63+post, stock flow scripts
make -C /OpenROAD-flow-scripts/flow DESIGN_CONFIG=/design/flow/config.mk WORK_HOME=/design/flow/orfs finish
### config.mk
export PLATFORM = sky130hd
export DESIGN_NAME = ps2_receiver
export DESIGN_NICKNAME = ps2_receiver
export VERILOG_FILES = /design/flow/design.v
export SDC_FILE = /design/flow/constraint.sdc
export NUM_CORES = 4
export LEC_CHECK = 1
export CORE_AREA = 10 10 83 83
export DIE_AREA = 0 0 93 93
### constraint.sdc
current_design ps2_receiver

set clk_period 3.6
set clk_io_pct 0.2

create_clock -name clk0 -period $clk_period [get_ports {clk}]

set non_clock_inputs [all_inputs -no_clocks]
set_input_delay [expr $clk_period * $clk_io_pct] -clock clk0 $non_clock_inputs
set_output_delay [expr $clk_period * $clk_io_pct] -clock clk0 [all_outputs]
### design.v
module ps2_receiver (
    input logic clk,             
    input logic ps2_clk,         
    input logic ps2_data,        
    output logic [9:0] mouse_x,  
    output logic [9:0] mouse_y,  
    output logic left_click      
);
    logic [7:0] data;            
    logic [7:0] byte_count;       
    logic data_ready;             
    logic [9:0] x_pos, y_pos;    
    logic click;                  
    always_ff @(posedge clk) begin
        if (ps2_clk) begin
            if (byte_count == 0) begin
                data <= ps2_data;
                byte_count <= 1;
            end else begin
                data <= {data[6:0], ps2_data};  
                if (byte_count == 8) begin
                    if (data[7] == 1) begin
                        x_pos <= data[5:0];
                        y_pos <= data[5:0];
                    end
                    click <= data[0];   
                    byte_count <= 0;     
                end else begin
                    byte_count <= byte_count + 1;
                end
            end
        end
    end
    assign mouse_x = x_pos;
    assign mouse_y = y_pos;
    assign left_click = click;
endmodule
==> results.sh <==
# source this file to load flow results
export IMPL_ant_nets=0
export IMPL_drtPass1Iterations=3
export IMPL_core_util_floorplan_pct=20.5
export IMPL_syn_area_per_cell_sq_um=14.2
export IMPL_cts_tree="yes"
export IMPL_ys_cells=74
export IMPL_fin_worst_skew_ns=0.00195
export IMPL_setup_viol=0
export IMPL_async_flop_share_pct=0
export IMPL_status="complete, no violations"
export IMPL_synthMuxAreaShare_pct=0.950
export IMPL_wirelength_um=1530
export IMPL_worstPathArrival_ns=2.01
export IMPL_fin_util_pct=24.6
export IMPL_rows=26
export IMPL_hold_buffers=0
export IMPL_cts_buffers=3
export IMPL_worstSetupStartpointType="input pin"
export IMPL_power_uw=514
export IMPL_crit_path_end_kind="register"
export IMPL_layout_drive_gt1_share_pct=9.30
export IMPL_post_cts_setup_buffers=0
export IMPL_xor_share_pct=4.99
export IMPL_mostFrequentLayoutCells="edfxtp_1, clkdlybuf4s50_1, nor2b_1, conb_1"
export IMPL_max_stage_delay_ns=0.67
export IMPL_area_delta_synth_final_pct=19.8
export IMPL_place_congestion=0.817
export IMPL_die_h_um=93
export IMPL_warning_count=26
export IMPL_synth_adder_area_share_pct=2.38
export IMPL_grt_max_degree=14
export IMPL_dieArea_sq_mm=0.00865
export IMPL_diodes=0
export IMPL_finalClockPeriodUsage_pct=57.1
export IMPL_ir_drop_mv=0.227
export IMPL_synth_flops=23
export IMPL_insertion_delay_ns=0.26
export IMPL_synthCells=74
export IMPL_cts_buffer_depth=2
export IMPL_gr_total_overflow=0
export IMPL_hold_violations=0
export IMPL_port_buffers=15
export IMPL_post_place_ws_ns=1.26
export IMPL_compound_area_share_pct=0
export IMPL_yosysUniqueCellTypes=20
export IMPL_ys_chip_area_sq_mm=0.00105
export IMPL_regArea_sq_um=691
export IMPL_clkTransAtPathRegs_ns=0.07
export IMPL_cp_required_ns=3.55
export IMPL_vias=531
export IMPL_topCombFamilyByArea="simple AND/OR/NAND/NOR gates"
export IMPL_min_period_ns=2.06
export IMPL_ctsRootBufferMaster="clkbuf_8"
export IMPL_rsz0062_at_grt="false"
export IMPL_edf_count=23
export IMPL_synth_cellmix_simpleShare_pct=14.7
export IMPL_fin_ws_ns=1.54
export IMPL_critical_path_class="in -> reg"
export IMPL_post_dp_cell_area_sq_mm=0.00122
export IMPL_netlist_area_sq_mm=0.00105
export IMPL_ff_type="edfxtp_1"
export IMPL_mi_logic_area_sq_um=273
export IMPL_n_fill_cell=552
export IMPL_io_pins=24
export IMPL_numClockSinks=23
export IMPL_htree_levels=1
export IMPL_fmax_mhz=486
export IMPL_cp_cell_sequence="clkdlybuf4s50_1 > buf_4 > and4_1"
export IMPL_antenna_found_initial=0
export IMPL_setup_tns_final_ns=0
export IMPL_drt_first_iter_violations=64
export IMPL_wire_per_inst_um=9.82
export IMPL_grt_pass1_wl_um=2440
export IMPL_ys_warn_count=1
export IMPL_finalMaxSlewViolations=0
export IMPL_crit_slowest_cell="clkdlybuf4s50_1"
export IMPL_drc_errors=0
export IMPL_p_per_area_mw_per_mm2=407
export IMPL_design_area_sq_mm=0.00126
export IMPL_core_sq_mm=0.00514
export IMPL_die_w_um=93
export IMPL_ys_seq_share_pct=65.6
export IMPL_viasPerCell=3.40
export IMPL_crit_path_max_fanout=11
export IMPL_cts_resized=0
export IMPL_maxCapViolations=0
export IMPL_grt_pass1_vias=529
export IMPL_layout_top_cell="edfxtp_1"
export IMPL_grt_usage_pct=3.53
export IMPL_min_path_type="reg -> reg"
export IMPL_p_leak_uw=0.000446
[worst max-delay path, delay by kind of cell]
kind,cells,cell delay (ns)
buf+inv,2,0.93
simple gates,1,0.35
[worst paths after layout]
path,from,end,slack [ns],cells after the start
worst max-delay path,ps2_clk,x_pos[1],1.54,3
worst min-delay path,data[4],x_pos[4],0.45,0
worst max register to register,byte_count[5],x_pos[1],1.66,3
worst min register to register,data[4],x_pos[4],0.45,0
[per-layer routing]
layer / vias up / GRT usage, % / part of all wire, %
met1: 249 / 4.56 / 48
met5: - / 0 / 0
met2: 24 / 4.79 / 39
met3: 2 / 2.75 / 13
li1: 256 / - / -
met4: 0 / 0.257 / 0.65
[power by group]
group	internal, uW	leakage (uW)	total (uW)	switching (uW)
Clock	77.0	0.0000255	153	76.3
Combinational	16.2	0.000201	32.7	16.5
Sequential	314	0.000220	328	14.0
[area by class of cell]
type | count | share of cell area, %
repair buffers | 16 | 12.5
flip-flops and latches | 23 | 54.7
clock inverters | 1 | 0.396
multi-input cells | 41 | 21.6
clock buffers | 3 | 3.27
well taps | 70 | 6.94
inverters | 2 | 0.595
[per-stage QoR]
stage	instances	hold WS (ns)
6_report	156	0.449
5_1_grt	156	0.463
4_1_cts	156	0.452
3_5_place_dp	152	0.430
3_3_place_gp	152	0.436
2_1_floorplan	81	0.418
[synth_stat cells, types with 2 or more instances]
master,number,area (sq um)
buf_4,14,105
xnor2_1,3,26.3
nor2_1,3,11.3
xor2_1,3,26.3
nand3_1,3,15.0
and3_1,2,12.5
nor2b_1,8,50.1
inv_1,2,7.51
edfxtp_1,23,691
nand2_1,2,7.51
ha_1,2,25.0
[registers in the layout (all words and copies together), names as in the netlist]
name        cells
x_pos           6
byte_count      8
click           1
data            8
[cell families after synthesis]
| kind of cell | Yosys count |
|---|---|
| xor gates and xnor gates | 6 |
| adders and majority gates | 2 |
| buffers and inverters | 17 |
| DFF | 23 |
| muxes | 1 |
| other | 1 |
| and+or+nand+nor | 24 |
No activity file was given, so power comes from the tool's default toggle rates.
