===== flow/run.sh =====
#!/bin/bash
# OpenROAD 26Q1-2900-gdf79404cd8, Yosys 0.63+post, stock flow scripts
make -C /OpenROAD-flow-scripts/flow DESIGN_CONFIG=/design/flow/config.mk WORK_HOME=/design/flow/orfs finish

===== flow/config.mk =====
export PLATFORM = sky130hd
export DESIGN_NAME = ps2_mouse_handler
export DESIGN_NICKNAME = ps2_mouse_handler
export VERILOG_FILES = /design/flow/design.v
export SDC_FILE = /design/flow/constraint.sdc
export NUM_CORES = 4
export LEC_CHECK = 1
export CORE_UTILIZATION = 50

===== flow/design.v =====
module ps2_mouse_handler (
    input logic CLK,                   
    input logic PS2_CLK,               
    input logic PS2_DATA,              
    output logic left_click,           
    output logic right_click,          
    output logic mouse_up,             
    output logic mouse_down,           
    output logic mouse_left,           
    output logic mouse_right           
);
    logic [5:0] index;
    logic [43:0] data;
    always_ff @(posedge PS2_CLK) begin
        if (index <= 42) index <= index + 1;
        else index <= 0;
    end
    always_ff @(negedge PS2_CLK) begin
        data[index] <= PS2_DATA;
    end
    bit validation0;
    assign validation0 = ~data[0] && ~data[11] && ~data[22] && ~data[33] && data[10] && data[21] && data[32] && data[43];
    assign validation1 = ~^data[8:1];
    assign validation2 = ~^data[19:12];
    assign validation3 = ~^data[30:23];
    assign validation4 = ~^data[41:34];
    bit validation;
    assign validation = validation0 && 
                        (validation1 == data[9]) && 
                        (validation2 == data[20]) && 
                        (validation3 == data[31]) && 
                        (validation4 == data[42]);
    logic [43:0] copy_data;
    always @ (*) begin
        if (index == 42 && validation) begin
            copy_data <= data;
        end
    end
    assign left_click = copy_data[1];
    assign right_click = copy_data[2];
    assign mouse_right = (~copy_data[19:12] > 8) ? ~copy_data[5] : 0;
    assign mouse_left = (copy_data[19:12] > 9) ? copy_data[5] : 0;
    assign mouse_up = (~copy_data[30:23] > 9) ? ~copy_data[6] : 0;
    assign mouse_down =(copy_data[30:23]> 9) ? copy_data[6] : 0;
endmodule

===== flow/constraint.sdc =====
current_design ps2_mouse_handler

set clk_period 5.2
set clk_io_pct 0.2

create_clock -name clk0 -period $clk_period [get_ports {PS2_CLK}]

set non_clock_inputs [all_inputs -no_clocks]
set_input_delay [expr $clk_period * $clk_io_pct] -clock clk0 $non_clock_inputs
set_output_delay [expr $clk_period * $clk_io_pct] -clock clk0 [all_outputs]

==> out/writeup.txt <==
Entering global routing, the biggest net connects 19 pins. The first global-routing pass estimated 11.16 mm of wire. The run reported a max-capacitance violation count of 0. The classification of the worst setup path was reg2reg. In this run, the synthesized area fraction spent on and/or/nand/nor cells is recorded as 13.02%.

9 I/O pins were placed. The run gives 0 as the number of antenna violations at the first check in global routing. The run gives 5 as the number of warnings printed during yosys synthesis. Input and output buffers added on the ports amount to 7. The synthesis report lists the most area-consuming cells as sky130_fd_sc_hd__dfxtp_1 (34%), sky130_fd_sc_hd__o21ai_0 (10%), sky130_fd_sc_hd__dlxtp_1 (9.3%). The count of library flops with an enable pin is 0.

Looking at the max-slew report, the worst-margin pin has a slew of 0.4471 ns. The critical path maximum fanout is 13. The run gives 69.99% for the tightest slew margin relative to the limit. According to the hold report, the worst path is of the reg2reg type. Looking at the clock tree report, the maximum root-to-sink buffer count equals 2. Wires add up to 6.587 mm. The count of final max-slew check failures is 0.

The flow ran to the end, and the final reports show no timing, DRC or antenna violations. With the count of endpoints without a timing constraint at 24, the clock-pin slew on the worst setup and hold paths is 0.10 ns. The run gives 0.9263 as the global placement routability congestion. Recorded from the global router log, the overflow total was 0.

The routed layout reports a DRC error count of 0. The tools report the number of design-rule violations left by the first detailed-router iteration as 88. The share of the core area taken by cells at floorplan is 52.39%. The async set-or-reset flop fraction in the synthesized netlist is 0%, and the average footprint of a synthesized cell is 9.183 sq um. The multiplexer area fraction after synthesis was 5.270%. The total antenna diodes in the routed design was 0; the core utilization of the finished layout was 60.63%.

The chip footprint came out at 6150 sq um. Across all stage logs, warnings added up to 75. The tools report the category of the worst setup path launch point as a flip-flop. The script extracted a total leakage power of 0.001478 uW.

The number of routed nets with antenna violations was 0; the accumulated negative setup slack was 0 ns. Once layout is done, the placed cells without fillers occupy 3379 sq um. In the final report, the number of hold violations comes to 0.

With the post-CTS setup-driven buffer insertion count at 0, the setup slack of the most critical reg-to-reg path is 0.38 ns. After synthesis, the most frequently instantiated cells are sky130_fd_sc_hd__o21ai_0 (60), sky130_fd_sc_hd__dfxtp_1 (50), sky130_fd_sc_hd__xnor2_1 (28). The most frequently used library cell after synthesis is sky130_fd_sc_hd__o21ai_0. In this run the number of H-tree levels came out at 2.

Per the OpenROAD floorplan log, the area of the core is 5574 sq um. The relative area change from synthesis to final layout works out to 15.72%. Overall routing resource usage recorded by global route was 24.46%. The cell count after synthesis came out at 318. The worst-case IR drop observed on VDD is 0.1493 mV. The report lists the number of standard-cell rows as 27.

The run gives 34.28% for the share of the synthesized area in the top cell type. Clock skew on the completed layout was measured at 0.06741 ns. The tools report the data arrival time at the worst-slack endpoint as 2.47 ns. Complex-gate fraction of the synthesized area: 19.71%. According to the timing report, the data required time at the worst endpoint equals 2.85 ns. Sorting the Yosys area breakdown by cell type puts at the top sky130_fd_sc_hd__dfxtp_1. In this run, the synthesized area fraction spent on adder and majority cells is recorded as 2.571%. TritonCTS built the clock tree.

Setup repair after global routing left no endpoint under its margin. The placement stage leaves a total instance area of 3102 sq um. STA classifies the critical path endpoint as a flip-flop.

The tree is rooted in a sky130_fd_sc_hd__clkbuf_8. The power per cell area is 238.6 nW/um^2. Of the combinational cells, the family taking the most area is AND-OR/OR-AND gates. The post-synth register bit count is 68.

According to the floorplan report, the die width is 78.43 microns. The source-to-sink clock delay at the later pin of the worst-skew pair is 0.38 ns, and the CTS buffer count is 5. The run gives 5.378 for the per-cell via count in the routed design.

Cts-stage hold buffer count: 0. The post-synthesis instance area is 2920 sq um. For this block, the via count after detailed routing is 2404.

The run gives 11.73% for the fraction of layout cells with a size suffix above 1. Dividing the detail-routed wire length by the instance count gives 14.74 microns. The die is 78.43 microns tall.

The yosys synthesis chip area is 2920 sq um. For this run, the detailed router's first-pass iteration total came to 4. The logs give 0 for the number of setup violations in the final report and 55 for the number of unique standard cell types used by synthesis. The leading register cell type out of synthesis was sky130_fd_sc_hd__dfxtp_1. The run gives 2381 for the via count of the first global-routing pass.

The yosys cell count was 318; the post-detailed-placement half-perimeter wirelength was 4.833 mm. The layout has 507 filler cells. In this run, the synthesized area fraction spent on xor and xnor cells is recorded as 11.14%. The timer found 18 register pins that no clock reaches; their paths are not timed. Post-CTS repair ended up resizing 0 cells.
worst max-delay path: stages (launching register included):
cell and delay (ns):
sky130_fd_sc_hd__dfxtp_1 0.34, sky130_fd_sc_hd__inv_1 0.09, sky130_fd_sc_hd__ha_1 0.35, sky130_fd_sc_hd__or4_4 0.47, sky130_fd_sc_hd__o21ai_0 0.18, sky130_fd_sc_hd__a22oi_1 0.14
sky130_fd_sc_hd__nor2_1 0.23, sky130_fd_sc_hd__mux2_2 0.36
where the power goes:
| part | internal [uW] | total [uW] | switching, uW |
|---|---|---|---|
| sequential | 387 | 387 | 0.789 |
| combinational | 4.25 | 8.00 | 3.75 |
| clock | 191 | 411 | 220 |
area by class of cell:
type	count	area, sq um	area share, %
Clock inverter	47	212.7	6.294
Timing Repair Buffer	22	182.7	5.405
Sequential cell	68	1271	37.62
Multi-Input combinational cell	223	1516	44.87
Inverter	10	37.54	1.111
Clock buffer	5	68.82	2.036
Tap cell	72	90.09	2.666
state kept, by name (all words and copies together), names as in the netlist:
register   cells
data          44
copy_data     18
index          6
routing by layer:
metal	global-route usage, %	routed length [microns]	vias to the layer above
met1	33.94	2981	1093
met2	38.33	3087	62
li1	-	-	1234
met3	5.667	386	15
met4	8.519	132	0
met5	0	0	-
logic make-up after synthesis:
family	count (synthesis)
latches	18
simple gates	74
xor+xnor	34
flops	50
compound gates	95
buf+inv	27
mux	14
fa+ha+maj	6
layout by cell type, fill, tap and decap left out, types with 4 or more instances in the layout:
master	count
sky130_fd_sc_hd__mux2_1	4
sky130_fd_sc_hd__dlxtp_1	18
sky130_fd_sc_hd__nor3_1	4
sky130_fd_sc_hd__buf_4	15
sky130_fd_sc_hd__dfxtp_1	50
sky130_fd_sc_hd__nand3_1	8
sky130_fd_sc_hd__o31ai_1	6
sky130_fd_sc_hd__o21ai_0	60
sky130_fd_sc_hd__a21oi_1	8
sky130_fd_sc_hd__clkbuf_8	5
sky130_fd_sc_hd__xnor2_1	28
sky130_fd_sc_hd__xor2_1	4
sky130_fd_sc_hd__ha_1	6
sky130_fd_sc_hd__nand2b_1	6
sky130_fd_sc_hd__clkdlybuf4s50_1	7
sky130_fd_sc_hd__inv_1	53
sky130_fd_sc_hd__nand2_1	16
sky130_fd_sc_hd__nor2_1	18
sky130_fd_sc_hd__mux2_2	7
final timing paths:
path,from,end,cells after the start
max,index[0]$_SDFF_PN0_,data[40]$_DFF_N_,7
min,data[43]$_DFF_N_,data[43]$_DFF_N_,1
max reg2reg,index[0]$_SDFF_PN0_,data[40]$_DFF_N_,7
min reg2reg,data[43]$_DFF_N_,data[43]$_DFF_N_,1
stage by stage:
step / cells / hold WS, ns / setup WS [ns] / total power, uW
floorplan: 318 / 0.4331 / 0.3817 / 451.5
global placement: 396 / 0.4516 / 0.2530 / 454.4
detailed placement: 396 / 0.4564 / 0.2342 / 454.4
CTS: 447 / 0.4643 / 0.4105 / 823.4
global route: 447 / 0.4850 / 0.3007 / 875.0
finish: 447 / 0.4592 / 0.3838 / 806.3
Power is estimated from default activity; no workload was simulated.
